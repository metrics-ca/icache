--- design/flow/run.sh ---
#!/bin/bash
# OpenROAD 26Q1-2900-gdf79404cd8, Yosys 0.63+post, stock flow scripts
make -C /OpenROAD-flow-scripts/flow DESIGN_CONFIG=/design/flow/config.mk WORK_HOME=/design/flow/orfs finish
--- design/flow/config.mk ---
export PLATFORM = sky130hd
export DESIGN_NAME = dram_arb
export DESIGN_NICKNAME = dram_arb
export VERILOG_FILES = /design/flow/design.v
export SDC_FILE = /design/flow/constraint.sdc
export NUM_CORES = 4
export LEC_CHECK = 1
export CORE_AREA = 10 10 186 186
export DIE_AREA = 0 0 196 196
--- design/flow/constraint.sdc ---
current_design dram_arb

set clk_period 2.4
set clk_io_pct 0.2

create_clock -name clk0 -period $clk_period [get_ports {clk}]

set non_clock_inputs [all_inputs -no_clocks]
set_input_delay [expr $clk_period * $clk_io_pct] -clock clk0 $non_clock_inputs
set_output_delay [expr $clk_period * $clk_io_pct] -clock clk0 [all_outputs]
--- design/flow/design.v ---
package ic_pkg;
localparam  WAYS = 4;
localparam  BYTES_PER_LINE = 16;
localparam  LINES = 256;
localparam  ADDR_BITS = 27;      
localparam  WORDS_PER_LINE = BYTES_PER_LINE/4;
localparam  LG_WAYS = $clog2(WAYS);
localparam  LG_BYTES = $clog2(BYTES_PER_LINE);
localparam  LG_LINES = $clog2(LINES);
localparam  TAG_BITS = ADDR_BITS - LG_BYTES - LG_LINES;
localparam  DATA_ABITS = LG_LINES + LG_BYTES - 1;
localparam  DATA_DBITS = 16;
localparam  LRU_BITS = WAYS * LG_WAYS;
typedef logic [LG_BYTES-1:2]          ic_waddr_t;
typedef logic [LG_WAYS-1:0]           ic_way_t;
typedef logic [LG_LINES-1:0]          ic_line_t;
typedef logic [TAG_BITS-1:0]          ic_tag_t;
typedef logic [WAYS-1:0][LG_WAYS-1:0] ic_lru_t;
typedef logic [WORDS_PER_LINE-1:0][15:0]  ic_fill_t;
typedef struct packed {
    reg         valid;
    ic_tag_t    tag;
} ic_tag_entry_t;
typedef enum { BEHAVIORAL, GOWIN } eImplementation;
localparam eImplementation IMPL = BEHAVIORAL;
endpackage
module dram_arb(
    input logic     clk,
    input logic     rst_n,
    input logic [26:4]  ic_mem_addr,
    input logic [1:0]   ic_mem_xid,
    input logic         ic_mem_re,
    output logic        mem_ic_ready,
    output logic        mem_ic_valid,
    output logic [1:0]  mem_xxx_xid,
    output logic [127:0] mem_xxx_data,
    input logic         ddr_calib_done,
    output logic [2:0]  ddr_cmd,
    output logic        ddr_cmd_en,
    output logic [27:0] ddr_addr,
    output logic [127:0] ddr_wr_data,
    output logic [15:0] ddr_wr_data_mask,
    output logic        ddr_wr_data_en,
    input logic         ddr_cmd_ready,
    input logic [127:0] ddr_rd_data,
    input logic         ddr_rd_data_valid
);
localparam LG_INIT = 2;      
localparam LG_XID = 2;       
localparam LG_DEPTH = 4;     
logic [LG_DEPTH-1:0]    wr_ptr, rd_ptr;
logic [LG_INIT+LG_XID-1:0] fifo[1<<LG_DEPTH];
logic                   push, pop, empty, full;
logic [LG_INIT-1:0]     wr_init, rd_init;
logic [LG_XID-1:0]      wr_xid;
wire                    eff_push = push & ~full;
wire                    eff_pop = pop & ~empty;
wire [LG_DEPTH-1:0]     next_wr_ptr = wr_ptr + 1;
wire [LG_DEPTH-1:0]     next_rd_ptr = rd_ptr + 1;
always @(posedge clk)
    if (~rst_n) begin
        wr_ptr <= 0;
        rd_ptr <= 0;
        empty <= 1;
        full <= 0;
    end else begin
        if (eff_push) begin
            fifo[wr_ptr] <= {wr_init,wr_xid};
            wr_ptr <= next_wr_ptr;
        end
        if (eff_pop) begin
            rd_ptr <= next_rd_ptr;
        end
        if (eff_push) begin
            if (eff_pop) begin
            end else begin
                empty <= 0;
                full <= (next_wr_ptr == rd_ptr);
            end
        end else begin
            if (eff_pop) begin
                full <= 0;
                empty <= (next_rd_ptr == wr_ptr);
            end else begin
            end
        end
    end
assign {rd_init,mem_xxx_xid} = fifo[rd_ptr];
assign mem_ic_valid = (rd_init == 2'b00) & !empty & ddr_rd_data_valid;
assign mem_xxx_data = ddr_rd_data;
assign ddr_cmd_en = ic_mem_re;
assign ddr_cmd = 3'b001;  
assign ddr_addr = {1'b0,ic_mem_addr,4'b0};
assign ddr_wr_data = 128'b0;
assign ddr_wr_data_mask = 16'b0;
assign ddr_wr_data_en = 0;
assign mem_ic_ready = ~full;
assign push = ic_mem_re & ddr_cmd_ready;
assign pop = ddr_rd_data_valid;
assign wr_init = 0;
assign wr_xid = ic_mem_xid;
endmodule
==> results.txt <==
run metrics: vias in the first global route=2,125, Seq pwr share=49.9%, footprint of the flip-flops and latches=1245 sq um, DRT iter0 DRCs=77, DRC=0, final setup vio count=0, switching share of power=19.45%, Largest delay share family, worst path=multiplexers, Setup Buffers After CTS=0, hold endpoint=empty, Syn-to-layout area delta=-21.73%, row count=64, Worst Path Buf+Inv=2, Hold Crit Depth=2, reg2reg path depth=6, syn_area_per_cell=9.436 sq um, main flop type=edfxtp_1, f_max=431.1 MHz, CTS tree=built, grt total ovfl=0, Final Hold Vio Count=0, # IOs=468, Crit Path Class=flop to primary output, combinational gate area=1286 sq um, worst path arrival time=1.84 ns, Final Util=10.96%, max-slew violation count=0, fill count=3,518, Max IR drop VDD=0.2487 mV, Final ANT Viol Nets=0, chip area in the Yosys report=4284 sq um, total CTS buffers=5, pin count of the biggest net entering global routing=17, final worst path period need=2.320 ns, proportion of layout cells with a drive suffix above 1=7.547%, Post-synth ARST share=0%, initial core utilization=14.01%, reg2reg end=full, Commonest Layout Cell=conb_1, clock power share=43.7%, logic gate share of total power=6.4%, wire per inst=11.98 um, CP Max Fanout=4, placed cells=706, CP Cell Sequence=buf_4 -> mux4_2 -> a211oi_2 -> a21oi_1 -> dlygate4sd2_1, Psw=0.3372 mW, Cell Type Count=28, OpenROAD warning count=30, Avg Vias per Cell=2.518, overall power=1.733 mW, Chip Height=196 um, max_cap viols=0, status=completed, most frequent cells in the layout=conb_1, edfxtp_1, nor2_1, nand2_1, dfxtp_1, Core Area=30,590 sq um, pre-CTS WS=-0.007087 ns, final wirelength=8551 um, number of enable flip-flop cells=32, Hold Crit Class=flop to flop, Mapped Area=4284 sq um, final cell count without fillers=714, leakage=1.272 nW, hpwl dp=7035 um, skew final=0.001732 ns, Req. time, crit path=1.92 ns, power per cell area=516.9 nW/um^2, CTS root buffer=clkbuf_16, chip area=38,420 sq um, via count=1,798, Buffers on Ports=11, post-route worst setup slack=0.08047 ns, flops & latches, synth=46, Ys Warns=1, Latency at later pin=0.28 ns, DP Area=3172 sq um, first-pass GRT wire length=11,640 um, Ant. Diodes=0, RSZ-0062 raised after global routing=true, Rel. slew slack=62.60%, slowest CP cell=mux4_2, Worst-Margin Slew=0.5592 ns, CP Capture Type=primary output, routability cong.=0.7189, CP startpoint kind=flop, cycle use final=96.65%, R2R setup slack=0.81 ns, design area=3353 sq um, yosys cell count=454, Worst Hold Margin=0.4688 ns, Clock transition at path regs=0.06 ns, H-tree depth=2, DRT Pass-1 Iters=4, register area share after synthesis=28.97%, CTS sink cnt=46, setup TNS=0 ns, Cells after Synth=454, Worst path max stage delay=0.51 ns, die x size=196 um, reg2reg start=wr_ptr[0], hold_buf cts=0, Clock Path Buffers=2, Pint=1.396 mW, GRT Util Overall=3.830%, worst hold path startpoint=empty, initial antenna violation count=1
state kept, by name (all words and copies together), names as in the netlist, named ones only:
signal	flops
empty	1
fifo	32
full	1
rd_ptr	4
wr_ptr	4
cells by family (layout without fill, tap and decap cells):
group / after synthesis / in the layout / synth area share [%]
other cells: 2 / 153 / 0.1753
compound gates: 12 / 12 / 1.928
simple gates: 52 / 52 / 5.783
xor+xnor: 12 / 12 / 2.453
mux: 10 / 10 / 4.673
flops: 46 / 46 / 28.97
buf+inv: 315 / 28 / 54.56
fa+ha+maj: 5 / 5 / 1.460
layout make-up:
class,count,area share (%)
Clock inverter,2,1.119
Clock buffer,6,3.843
Timing Repair Buffer,16,4.328
Sequential cell,46,37.13
Inverter,4,0.4478
Tap cell,396,14.78
Multi-Input combinational cell,244,38.36
tightest hold or removal path, stage by stage, from the launching register on:
cell	delay, ns
dfxtp_1	0.32
nand2_1	0.05
nand3_1	0.07
worst max path at each step:
stage     from        endpoint  cells after the start
4_1_cts   flop  mem_xxx_xid[0]                      5
5_1_grt   flop  mem_xxx_xid[1]                      5
6_report  flop  mem_xxx_xid[1]                      5
cell usage after synthesis (3+ instances only):
library cell	instances	share of area, %
a21boi_0	5	0.88
nor2_1	13	1.1
ha_1	5	1.5
inv_1	4	0.35
dfxtp_1	14	6.5
nand2_1	13	1.1
xnor2_1	7	1.4
clkbuf_1	3	0.26
nand2b_1	3	0.44
and2_1	4	0.58
mux4_2	8	4.2
xor2_1	5	1.0
nor3_1	4	0.47
edfxtp_1	32	22
buf_4	305	53
nand3_1	8	0.93
layer usage:
layer	up-vias	global-route usage, %	share of wire, %
met3	98	3.449	19
met5	-	0.6596	0.46
li1	719	-	-
met4	4	3.790	9.5
met1	740	3.625	33
met2	237	4.667	38
power by group through the flow:
stage / logic, mW / clock network [mW] / registers [mW]
4_1_cts: 0.121 / 0.766 / 0.865
5_1_grt: 0.134 / 0.804 / 0.866
6_report: 0.111 / 0.758 / 0.865
repair_timing:
action / in CTS / in global routing
pin swaps: 2 / 2
gates cloned: 0 / 0
setup endpoints to repair: 2 / 2
resized: 7 / 0
Power figures rest on the tool's default switching activity, not on a simulated workload.
